`./design.v`:
```
`timescale 1ns / 1ps
module clocktree_generator(
    input clk_i,
    input start,             
    output reg clk_0_out,    
    output reg clk_1_out,    
    output reg clk_2_out,    
    output reg clk_3_out,    
    output reg clk_4_out,    
    output reg clk_5_out,    
    output reg clk_6_out,     
    output reg clk_7_out     
);
reg [7:0] clk_sys;
always@(posedge clk_i)
    begin
        if(start)
            begin
                clk_sys <= clk_sys + 1'b1;
            end
        else 
            begin
                clk_sys <= 1'b0;
            end
    end
always@(*)
    begin
        clk_0_out = clk_sys[0];
        clk_1_out = clk_sys[1];   
        clk_2_out = clk_sys[2]; 
        clk_3_out = clk_sys[3];   
        clk_4_out = clk_sys[4];  
        clk_5_out = clk_sys[5];   
        clk_6_out = clk_sys[6];
        clk_7_out = clk_sys[7];
    end
endmodule
```
`./run.sh`:
```
#!/bin/bash
# OpenROAD 26Q1-2900-gdf79404cd8, Yosys 0.63+post, stock flow scripts
make -C /OpenROAD-flow-scripts/flow DESIGN_CONFIG=/design/flow/config.mk WORK_HOME=/design/flow/orfs finish
```
`./config.mk`:
```
export PLATFORM = sky130hd
export DESIGN_NAME = clocktree_generator
export DESIGN_NICKNAME = clocktree_generator
export VERILOG_FILES = /design/flow/design.v
export SDC_FILE = /design/flow/constraint.sdc
export NUM_CORES = 4
export LEC_CHECK = 1
export CORE_AREA = 10 10 70 70
export DIE_AREA = 0 0 80 80
```
`./constraint.sdc`:
```
current_design clocktree_generator

set clk_period 1.4
set clk_io_pct 0.2

create_clock -name clk0 -period $clk_period [get_ports {clk_i}]

set non_clock_inputs [all_inputs -no_clocks]
set_input_delay [expr $clk_period * $clk_io_pct] -clock clk0 $non_clock_inputs
set_output_delay [expr $clk_period * $clk_io_pct] -clock clk0 [all_outputs]
```
==> flow_summary.json <==
{
  "rsz0062_at_grt": "false",
  "utilization": 0.160,
  "drive_gt1_frac": 0.313,
  "chipHeight_um": 80,
  "grt_antenna_before_repair": 0,
  "drtPass1Iterations": 3,
  "top_regs": "clk_sys x8",
  "cp_cell_sequence": "clkdlybuf4s50_1",
  "grt_start_max_net_pins": 10,
  "grt_pass1_vias": 253,
  "power_per_cell_area_nw_per_um2": 816,
  "synth_area_per_cell_um2": 10.1,
  "grt_pass1_wl_um": 1180,
  "fmax_ghz": 0.739,
  "period_minus_slack_ns": 1.35,
  "finalHoldViolCount": 0,
  "top_area_cell": "dfxtp_1",
  "ir_drop_mv": 0.439,
  "ys_types": 16,
  "rows": 21,
  "ctsHoldBuffers": 0,
  "postRouteAntennaNets": 0,
  "crit_family": "buffers and inverters",
  "ff_type": "dfxtp_1",
  "synthTopCellsByCount": "8 x dfxtp_1, 3 x and2_1",
  "crit_slowest_cell": "clkdlybuf4s50_1",
  "crit_arrival_ns": 1.07,
  "yosys_area_um2": 324,
  "fp_util": 0.0949,
  "synth_warnings": 1,
  "largest_register_ffs": 8,
  "drt-initial-drc-count": 4,
  "warning_count": 25,
  "swShare": 0.202,
  "core-area_um2": 3420,
  "p_int_uw": 355,
  "clockBufferDepth": 2,
  "grtUsageTotal": 0.0237,
  "route.detailed.drc": 0,
  "maxSlewViolCount": 0,
  "insertion_delay_ns": 0.25,
  "syn-cell-area_um2": 324,
  "combPwrFrac": 0.085,
  "cp.required_ns": 1.12,
  "yosys_cells": 32,
  "syn_inst": 32,
  "clkSinkCount": 8,
  "sequentialPowerShare": 0.537,
  "areaGrowthSynthToFinish_pct": 68.3,
  "relSlewSlack": 0.814,
  "path_clk_slew_ns": 0.05,
  "cts_made_buffers": 3,
  "ctsRootBufferMaster": "clkbuf_4",
  "ys_async_sr_fraction": 0,
  "status": "finished, final reports clean",
  "p_clk_frac": 0.379,
  "top_cells_by_area": "dfxtp_1 49%, and2_1 5.8%, xnor2_1 5.4%",
  "endpoint_kind": "output pin",
  "max_cap_viol_count": 0,
  "portBuffers": 9,
  "chipWidth_um": 80,
  "ys_ff": 8,
  "ios": 10,
  "worstMarginPinSlew_ns": 0.278,
  "via_count": 288,
  "path_class": "flop to output pin",
  "crit_fanout": 5,
  "place.gp.congestion": 0.752,
  "whs_ns": 0.440,
  "finalSetupTns_ns": 0,
  "wl_per_cell_um": 8.30,
  "hp-class": "flop to flop",
  "cp-start-kind": "flop",
  "critical-path-max-stage-delay_ns": 0.46,
  "cts_tree": "built",
  "top_register": "clk_sys",
  "finalClockPeriodUsage": 0.966,
  "yosys.cell_count.top_type": "dfxtp_1",
  "wirelength_um": 780,
  "ys_seq_share": 0.494,
  "finalSetupViolCount": 0,
  "worst-path-buf-inv": 1,
  "edf_count": 0,
  "finClkSkew_ns": 0.000576,
  "top_cell_area_share": 0.494,
  "cts_max_level": 1,
  "antenna-diode-count": 0,
  "vias_per_cell": 3.06,
  "p_leak_nw": 0.216,
  "dieArea_um2": 6400,
  "power_switching_uw": 90.0,
  "gr-total-overflow": 0
}
-- kinds of logic after synthesis --
group / count (synthesis) / synth area share
compound gates: 4 / 0.0772
xor+xnor: 3 / 0.0811
fa+ha+maj: 1 / 0.0386
flops: 8 / 0.494
mux: 1 / 0.0309
simple gates: 15 / 0.278
-- layout by cell type (no fill, tap or decap) --
master,Yosys,final
nand2_1,2,2
or3_1,2,2
a21boi_1,2,2
nand3_2,1,1
dlymetal6s2s_1,0,1
and2_1,3,3
clkbuf_4,0,3
clkdlybuf4s50_1,0,8
buf_4,0,4
xor2_1,1,1
o21ai_0,2,2
dfxtp_1,8,1
nand4_1,1,1
xnor2_1,2,2
nand3_1,2,2
nand2b_1,1,1
dfxtp_4,0,4
and3_1,1,1
nor2b_1,2,2
ha_1,1,1
mux2i_1,1,1
dfxtp_2,0,3
-- power by group through the flow --
stage     logic, mW  clock network (mW)  registers (mW)
6_report     0.0378               0.169           0.239
5_1_grt      0.0416               0.190           0.241
4_1_cts      0.0318               0.175           0.245
-- final cells by class --
| type | count | area (µm²) |
|---|---|---|
| Fill cell | 389 | 2870 |
| Sequential cell | 8 | 179 |
| Multi-Input combinational cell | 24 | 164 |
| Timing Repair Buffer | 13 | 123 |
| Tap cell | 46 | 57.6 |
| Clock buffer | 3 | 22.5 |
-- path summary, 6_finish.rpt --
path | slack (ns) | depth (start not counted) | end | startpoint
worst max-delay path | 0.05 | 1 | clk_0_out | clk_sys[0]
worst min-delay path | 0.44 | 1 | clk_sys[0] | clk_sys[0]
worst max register to register | 0.16 | 4 | clk_sys[6] | clk_sys[0]
worst min register to register | 0.44 | 1 | clk_sys[0] | clk_sys[0]
-- layer usage --
metal / vias up / part of all wire / global-route usage / wire length (µm)
li1: 148 / - / - / -
met1: 128 / 0.61 / 0.0363 / 474
met2: 12 / 0.27 / 0.0225 / 210
met3: 0 / 0.12 / 0.0227 / 95
met4: 0 / 0 / 0 / 0
met5: - / 0 / 0 / 0
-- through the flow --
| step | cell area, µm² | cells | power [mW] | worst slack, ns |
|---|---|---|---|---|
| after CTS | 508 | 91 | 0.452 | 0.00202 |
| after global placement | 479 | 88 | 0.281 | 0.162 |
| after global routing | 546 | 94 | 0.472 | 0.00241 |
| after detailed placement | 479 | 88 | 0.280 | 0.103 |
| after floorplan | 324 | 32 | 0.257 | 0.240 |
| final | 546 | 94 | 0.445 | 0.0473 |
-- timing repair --
item | CTS | global route
setup buffers | 0 | 3
gates cloned | 0 | 0
resized | 5 | 7
setup endpoints to repair | 5 | 6
endpoints found under the hold margin | 0 | 0
Power figures rest on the tool's default switching activity, not on a simulated workload.
