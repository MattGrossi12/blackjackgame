### /design/flow/design.v
`timescale 1ns / 1ps
module card_stack(
    input clk_i,
    input save,
    input rst_i,
    input reg [7:0] data_in,
    output reg [7:0] data_out_0,
    output reg [7:0] data_out_1,
    output reg [7:0] data_out_2,
    output reg [7:0] data_out_3,
    output reg [7:0] data_out_4,
    output reg [7:0] data_out_5,
    output reg [7:0] data_out_6,
    output reg [7:0] data_out_7,
    output reg [7:0] data_out_8,
    output reg [7:0] data_out_9,
    output reg [7:0] data_out_10
);
reg [7:0] data_stack_0;
reg [7:0] data_stack_1;
reg [7:0] data_stack_2;
reg [7:0] data_stack_3;
reg [7:0] data_stack_4;
reg [7:0] data_stack_5;
reg [7:0] data_stack_6;
reg [7:0] data_stack_7;
reg [7:0] data_stack_8;
reg [7:0] data_stack_9;
reg [7:0] data_stack_10;
reg [7:0] data_receiver;
reg [3:0] cycle_count;
always@(posedge clk_i or negedge rst_i)
    begin
        if(!rst_i)
            begin
                data_stack_0    =  8'b00000000; 
                data_stack_1    =  8'b00000000; 
                data_stack_2    =  8'b00000000; 
                data_stack_3    =  8'b00000000; 
                data_stack_4    =  8'b00000000; 
                data_stack_5    =  8'b00000000; 
                data_stack_6    =  8'b00000000; 
                data_stack_7    =  8'b00000000; 
                data_stack_8    =  8'b00000000; 
                data_stack_9    =  8'b00000000; 
                data_stack_10   =  8'b00000000; 
                cycle_count     =  4'b0000;
            end
        else 
            if(save)
                begin
                    cycle_count = cycle_count + 1'b1;
                    data_receiver = data_in;
                    if(cycle_count == 1) 
                        begin
                            data_stack_0    =  data_receiver;
                        end
                    else 
                    if(cycle_count == 2) 
                        begin
                            data_stack_1    =  data_stack_0;
                            data_stack_0    =  data_receiver;
                        end
                    else 
                    if(cycle_count == 3) 
                        begin
                            data_stack_2    =  data_stack_1;
                            data_stack_1    =  data_stack_0;
                            data_stack_0    =  data_receiver;
                        end
                    else 
                    if(cycle_count == 4) 
                        begin
                            data_stack_3    =  data_stack_2;   
                            data_stack_2    =  data_stack_1;
                            data_stack_1    =  data_stack_0;
                            data_stack_0    =  data_receiver;
                        end
                    else 
                    if(cycle_count == 5) 
                        begin
                            data_stack_4    =  data_stack_3; 
                            data_stack_3    =  data_stack_2;   
                            data_stack_2    =  data_stack_1;
                            data_stack_1    =  data_stack_0;
                            data_stack_0    =  data_receiver;
                        end
                    else 
                    if(cycle_count == 6) 
                        begin
                            data_stack_5    =  data_stack_4; 
                            data_stack_4    =  data_stack_3; 
                            data_stack_3    =  data_stack_2;   
                            data_stack_2    =  data_stack_1;
                            data_stack_1    =  data_stack_0;
                            data_stack_0    =  data_receiver;
                        end
                    else 
                    if(cycle_count == 7) 
                        begin
                            data_stack_6    =  data_stack_5;                      
                            data_stack_5    =  data_stack_4; 
                            data_stack_4    =  data_stack_3; 
                            data_stack_3    =  data_stack_2;   
                            data_stack_2    =  data_stack_1;
                            data_stack_1    =  data_stack_0;
                            data_stack_0    =  data_receiver;
                        end
                    else 
                    if(cycle_count == 8) 
                        begin
                            data_stack_7    =  data_stack_6;                      
                            data_stack_6    =  data_stack_5;                      
                            data_stack_5    =  data_stack_4; 
                            data_stack_4    =  data_stack_3; 
                            data_stack_3    =  data_stack_2;   
                            data_stack_2    =  data_stack_1;
                            data_stack_1    =  data_stack_0;
                            data_stack_0    =  data_receiver;
                        end
                    else 
                    if(cycle_count == 9) 
                        begin
                            data_stack_8    =  data_stack_7;   
                            data_stack_7    =  data_stack_6;                      
                            data_stack_6    =  data_stack_5;                      
                            data_stack_5    =  data_stack_4; 
                            data_stack_4    =  data_stack_3; 
                            data_stack_3    =  data_stack_2;   
                            data_stack_2    =  data_stack_1;
                            data_stack_1    =  data_stack_0;
                            data_stack_0    =  data_receiver;
                        end
                    else 
                    if(cycle_count == 10) 
                        begin
                            data_stack_9    =  data_stack_8;                     
                            data_stack_8    =  data_stack_7;   
                            data_stack_7    =  data_stack_6;                      
                            data_stack_6    =  data_stack_5;                      
                            data_stack_5    =  data_stack_4; 
                            data_stack_4    =  data_stack_3; 
                            data_stack_3    =  data_stack_2;   
                            data_stack_2    =  data_stack_1;
                            data_stack_1    =  data_stack_0;
                            data_stack_0    =  data_receiver;
                        end
                    else 
                    if(cycle_count == 11) 
                        begin
                            data_stack_10   =  data_stack_9;                   
                            data_stack_9    =  data_stack_8;                     
                            data_stack_8    =  data_stack_7;   
                            data_stack_7    =  data_stack_6;                      
                            data_stack_6    =  data_stack_5;                      
                            data_stack_5    =  data_stack_4; 
                            data_stack_4    =  data_stack_3; 
                            data_stack_3    =  data_stack_2;   
                            data_stack_2    =  data_stack_1;
                            data_stack_1    =  data_stack_0;
                            data_stack_0    =  data_receiver;
                        end
                    else 
                        begin
                            data_stack_10   =  data_stack_10;                   
                            data_stack_9    =  data_stack_9;                     
                            data_stack_8    =  data_stack_8;   
                            data_stack_7    =  data_stack_7;                      
                            data_stack_6    =  data_stack_6;                      
                            data_stack_5    =  data_stack_5; 
                            data_stack_4    =  data_stack_4; 
                            data_stack_3    =  data_stack_3;   
                            data_stack_2    =  data_stack_2;
                            data_stack_1    =  data_stack_1;
                            data_stack_0    =  data_stack_0;
                        end
                end
    end
always@(*)
    begin
        data_out_0  = data_stack_0;
        data_out_1  = data_stack_1;
        data_out_2  = data_stack_2;
        data_out_3  = data_stack_3;
        data_out_4  = data_stack_4;
        data_out_5  = data_stack_5;
        data_out_6  = data_stack_6;
        data_out_7  = data_stack_7;
        data_out_8  = data_stack_8;
        data_out_9  = data_stack_9;
        data_out_10 = data_stack_10;
    end
endmodule
### /design/flow/config.mk
export PLATFORM = sky130hd
export DESIGN_NAME = card_stack
export DESIGN_NICKNAME = card_stack
export VERILOG_FILES = /design/flow/design.v
export SDC_FILE = /design/flow/constraint.sdc
export NUM_CORES = 4
export LEC_CHECK = 1
export CORE_UTILIZATION = 50
### /design/flow/run.sh
#!/bin/bash
# OpenROAD 26Q1-2900-gdf79404cd8, Yosys 0.63+post, stock flow scripts
make -C /OpenROAD-flow-scripts/flow DESIGN_CONFIG=/design/flow/config.mk WORK_HOME=/design/flow/orfs finish
### /design/flow/constraint.sdc
current_design card_stack

set clk_period 5.6
set clk_io_pct 0.2

create_clock -name clk0 -period $clk_period [get_ports {clk_i}]

set non_clock_inputs [all_inputs -no_clocks]
set_input_delay [expr $clk_period * $clk_io_pct] -clock clk0 $non_clock_inputs
set_output_delay [expr $clk_period * $clk_io_pct] -clock clk0 [all_outputs]
==> impl_metrics.env <==
# flow metrics
export IMPL_n_antenna_cell=0
export IMPL_ys_sh_mux_pct=25.6
export IMPL_die_y_um=90.8
export IMPL_die_w_um=90.8
export IMPL_peakVddDrop_v=0.000325
export IMPL_yosys_stat_seqShare_pct=58.3
export IMPL_drt_pass1_iter_count=4
export IMPL_grt_max_degree=57
export IMPL_chipArea_um2=8250
export IMPL_critical_path_max_stage_delay_ps=600
export IMPL_rows=32
export IMPL_max_slew_worst_pin_slew_ps=688
export IMPL_logic_family="multiplexers"
export IMPL_htree_levels=3
export IMPL_finalClockPeriodUsage_pct=53.5
export IMPL_cts_inserted_buffers=9
export IMPL_tritoncts="built"
export IMPL_finalPower_mw=2.71
export IMPL_grt_overflow_total=0
export IMPL_ys_ff=92
export IMPL_max_slew_margin_rel_pct=54.1
export IMPL_netlist_cell_type_count=45
export IMPL_dp_hpwl_mm=5.44
export IMPL_warning_count=30
export IMPL_synthesis_yosys_warnings=1
export IMPL_clkTransAtPathRegs_ps=80
export IMPL_p_per_area_nw_per_um2=523
export IMPL_use_met3_pct=4.37
export IMPL_maxCapViolCount=0
export IMPL_synthAoiAreaFrac_pct=4.98
export IMPL_drive_above_1_share_pct=29.8
export IMPL_crit_path_cell_trace="ha_1 -> nand2_1 -> o31ai_2 -> a221o_1 -> a21o_1 -> mux2_2"
export IMPL_finalCriticalPeriod_ps=3000
export IMPL_edf_count=0
export IMPL_async_reset_ff_share_pct=100
export IMPL_critPathRequiredTime_ps=5830
export IMPL_synthCells=280
export IMPL_hp_class="reg -> reg"
export IMPL_pre_cts_ws_ps=2400
export IMPL_clkLatencyLatePin_ps=350
export IMPL_critPathBufInv=0
export IMPL_netlist_area_leader_share_pct=58.3
export IMPL_core_area_um2=7690
export IMPL_drtIter0Drc=106
export IMPL_post_cts_buffers=0
export IMPL_utilization_pct=67.3
export IMPL_portBuffers=98
export IMPL_worstPathArrival_ps=3230
export IMPL_worstHoldStart="data_stack_10[2]"
export IMPL_slowest_stage="dfrtp_1"
export IMPL_cp_startpoint="cycle_count[0]"
export IMPL_use_met1_pct=34.9
export IMPL_drcViolationCount=0
export IMPL_xor_share_pct=1.33
export IMPL_status="finished clean"
export IMPL_yosys_stat_area_um2=3950
export IMPL_vias=2519
export IMPL_cp_end_kind="flip-flop"
export IMPL_hold_viol=0
export IMPL_fillCellCount=576
export IMPL_ys_cells=280
export IMPL_pin_count=99
export IMPL_clock_skew_ps=10.6
export IMPL_path_class="reg -> reg"
export IMPL_dp_cells=468
export IMPL_clockRootBuffer="clkbuf_8"
export IMPL_grt_pass1_vias=2418
export IMPL_tns_ps=0
export IMPL_cts_buffer_depth=2
export IMPL_ys_sh_simple_pct=6.15
export IMPL_postSynthAreaPerCell_um2=14.1
export IMPL_setup_viol=0
export IMPL_grt_usage_pct=19.8
export IMPL_grt_busiest_layer="met1"
export IMPL_hold_buffers=0
export IMPL_critPathTopFamily="AND-OR/OR-AND gates"
export IMPL_post_cts_resized=0
export IMPL_synthesis_area_um2=3950
export IMPL_avgViaCountPerCell=5.20
export IMPL_synth_main_ff_cell="dfrtp_1"
export IMPL_antenna_left=0
export IMPL_p_leak_nw=2.26
export IMPL_initial_core_util_pct=51.3
export IMPL_top_area_cell="dfrtp_1"
export IMPL_cp_max_fo=15
export IMPL_antenna_found_initial=0
export IMPL_r2r_start="cycle_count[0]"
export IMPL_worst_slack_ps=2600
export IMPL_routedWlPerCell_um=15.2
export IMPL_final_max_slew_violation_count=0
export IMPL_cts_sinks=92
export IMPL_yosys_area_share_adder_pct=1.59
export IMPL_routabilityCongestion=0.908
export IMPL_area_leaders="dfrtp_1 (58%), mux2_2 (25%), ha_1 (1.6%)"
export IMPL_grt_util_met2_pct=27.6
export IMPL_grt_pass1_wl_mm=12.5
export IMPL_routed_wl_mm=7.34
export IMPL_area_delta_synth_final_pct=31.1
export IMPL_final_cells=484
export IMPL_rsz0062_at_grt="no"
export IMPL_crit_path_start_kind="flip-flop"
export IMPL_max_freq_mhz=334
==> synth_stat cells, types with 2 or more instances <==
cell      number
dfrtp_1       92
mux2_2        87
nand2_1        9
buf_2          8
nor2_1         8
o21ai_0        6
ha_1           5
nand3_1        5
nor3_1         5
xnor2_1        5
inv_1          4
a21oi_1        3
clkbuf_1       3
nand2b_1       3
and2_1         2
and3_1         2
mux2_1         2
nor2_2         2
o22ai_1        2
or3_1          2
==> final cells by class <==
class                      instances  area (um^2)  share of cell area [%]
timing repair buffer              99          986                    19.1
inverter                           4         15.0                   0.290
tap                              102          128                    2.47
clock buffer                      10          128                    2.47
sequential                        92         2300                    44.5
clock inverter                     6         48.8                   0.943
multi-input combinational        171         1570                    30.3
==> flip-flops by register name (all words and copies together), names as in the netlist <==
signal,count
data_stack_5,8
data_stack_9,8
data_stack_7,8
data_stack_8,8
data_stack_2,8
data_stack_4,8
data_stack_3,8
data_stack_1,8
cycle_count,4
data_stack_10,8
data_stack_6,8
data_stack_0,8
==> logic make-up after synthesis <==
| group | count (synthesis) |
|---|---|
| AND/OR/NAND/NOR | 46 |
| XOR/XNOR | 6 |
| adder cells (fa/ha/maj) | 5 |
| buffers and inverters | 17 |
| multiplexers | 90 |
| flip-flops | 92 |
| AND-OR/OR-AND | 24 |
==> where the power goes <==
group	internal [mW]	total [mW]	switching [mW]	leakage, nW
Sequential	0.893	1.10	0.206	1.18
Clock	0.164	0.391	0.227	0.0791
Combinational	0.777	1.22	0.439	0.999
==> final timing paths <==
kind | end | slack (ps) | cells after the start
max | data_stack_6[5] | 2600 | 6
max reg2reg | data_stack_6[5] | 2600 | 6
min in group asynchronous | data_stack_7[4] | 810 | 1
max in group asynchronous | data_stack_10[1] | 3870 | 2
min | data_stack_10[2] | 510 | 1
min reg2reg | data_stack_10[2] | 510 | 1
==> per-stage QoR <==
step	hold WS (ps)	area, um^2
detailed placement	493	5000
finish	510	5170
global placement	486	5000
floorplan	452	3950
CTS	512	5170
global route	526	5170
==> metal layers <==
| metal | routed length, um | vias to the layer above |
|---|---|---|
| met5 | 0 | - |
| met4 | 72 | 0 |
| met3 | 491 | 7 |
| met2 | 3280 | 86 |
| met1 | 3500 | 1225 |
| li1 | - | 1201 |
==> layout by cell type, fill, tap and decap left out, types with 3 or more instances in the layout <==
cell type	synthesis	layout
a21oi_1	3	3
clkbuf_8	0	9
clkdlybuf4s50_1	0	97
clkinvlp_4	0	3
dfrtp_1	92	92
ha_1	5	5
inv_1	4	4
mux2_2	87	87
nand2_1	9	9
nand2b_1	3	3
nand3_1	5	5
nor2_1	8	8
nor3_1	5	5
o21ai_0	6	6
xnor2_1	5	5
No activity file was given, so power comes from the tool's default toggle rates.
